==> ./design.v <==
`timescale 1ns / 1ps
module hazard_Unit(
    input [31:0] instr_D,
    input [31:0] instr_E,
    input [31:0] instr_M,
    input [31:0] instr_W,
    output stall_F,
    output stall_D,
    output flush_E,
    output [2:0] selRsD,
    output [2:0] selRtD,
    output [2:0] selRsE,
    output [2:0] selRtE,
    output [2:0] selRtM
    );
	wire D_beq,D_cal_r,D_cal_i,D_load,D_store,D_jr,D_jal;
	instr_class D_class (.instr(instr_D), .jal(D_jal), .cal_i(D_cal_i), .cal_r(D_cal_r), .load(D_load), .beq(D_beq), .jr(D_jr), .store(D_store));
	wire E_beq,E_cal_r,E_cal_i,E_loaE,E_store,E_jr,E_jal;
	instr_class E_class (.instr(instr_E), .jal(E_jal), .cal_i(E_cal_i), .cal_r(E_cal_r), .load(E_load), .beq(E_beq), .jr(E_jr), .store(E_store));
	wire M_beq,M_cal_r,M_cal_i,M_load,M_store,M_jr,M_jal;
	instr_class M_class (.instr(instr_M), .jal(M_jal), .cal_i(M_cal_i), .cal_r(M_cal_r), .load(M_load), .beq(M_beq), .jr(M_jr), .store(M_store));
	wire W_beq,W_cal_r,W_cal_i,W_load,W_store,W_jr,W_jal;
	instr_class W_class (.instr(instr_W), .jal(W_jal), .cal_i(W_cal_i), .cal_r(W_cal_r), .load(W_load), .beq(W_beq), .jr(W_jr), .store(W_store));
	wire stallRt,stallRs,stall;
	wire [4:0] rs_D,rs_E,rt_D,rt_E,rs_M,rt_M,rd_M,rs_W,rt_W,rd_W,rd_E;
	assign rs_D = instr_D[25:21];
	assign rs_E = instr_E[25:21];
	assign rd_E = instr_E[15:11];
	assign rt_D = instr_D[20:16];
	assign rt_E = instr_E[20:16];
	assign rs_M = instr_M[25:21];
	assign rt_M = instr_M[20:16];
	assign rd_M = instr_M[15:11];
	assign rs_W = instr_W[25:21];
	assign rt_W = instr_W[20:16];
	assign rd_W = instr_W[15:11];
	assign stallRt = (D_beq&&E_load&&rt_E==rt_D&&rt_D)||(D_beq&&E_cal_i&&rt_E==rt_D&&rt_D)||(D_beq&&E_cal_r&&rd_E==rt_D&&rt_D)||(D_beq&&M_load&&rt_M==rt_D&&rt_D)||
					 (D_cal_r&&E_load&&rt_D==rt_E&&rt_D);
	assign stallRs = (D_beq&&E_load&&rt_E==rs_D&&rs_D)||(D_beq&&E_cal_i&&rt_E==rs_D&&rs_D)||(D_beq&&E_cal_r&&rd_E==rs_D&&rs_D)||(D_beq&&M_load&&rt_M==rs_D&&rs_D)||
					 (D_cal_r&&E_load&&rs_D==rt_E&&rs_D)||(D_cal_i&&E_load&&rs_D==rt_E&&rs_D)||(D_load&&E_load&&rs_D==rt_E&&rs_D)||(D_store&&E_load&&rs_D==rt_E&&rs_D)||
					 (D_jr&&E_load&&rt_E==rs_D&&rs_D)||(D_jr&&E_cal_i&&rt_E==rs_D&&rs_D)||(D_jr&&E_cal_r&&rd_E==rs_D&&rs_D)||(D_jr&&M_load&&rt_M==rs_D&&rs_D);
	assign stall = stallRs||stallRt;
	assign stall_F = ~stall;
	assign stall_D = ~stall;
	assign flush_E = stall;
	assign selRsD = (rs_D==31&&E_jal&&rs_D)?1:
					(rs_D==31&&M_jal&&rs_D)?2:(rs_D==rt_M&&(M_cal_i)&&rs_D)||(rs_D==rd_M&&M_cal_r&&rs_D)?3:
					(rs_D==31&&W_jal&&rs_D)?4:(rs_D==rt_W&&(W_load||W_cal_i)&&rs_D)||(rs_D==rd_W&&W_cal_r&&rs_D)?5:0;
	assign selRtD = (rt_D==31&&E_jal&&rt_D)?1:
					(rt_D==31&&M_jal&&rt_D)?2:(rt_D==rt_M&&(M_cal_i)&&rt_D)||(rt_D==rd_M&&M_cal_r&&rt_D)?3:
					(rt_D==31&&W_jal&&rt_D)?4:(rt_D==rt_W&&(W_load||W_cal_i)&&rt_D)||(rt_D==rd_W&&W_cal_r&&rt_D)?5:0;
	assign selRsE = (rs_E==31&&M_jal&&rs_E)?1:(rs_E==rt_M&&(M_cal_i)&&rs_E)||(rs_E==rd_M&&M_cal_r&&rs_E)?2:
					(rs_E==31&&W_jal&&rs_E)?3:(rs_E==rt_W&&(W_load||W_cal_i)&&rs_E)||(rs_E==rd_W&&W_cal_r&&rs_E)?4:0;
	assign selRtE = (rt_E==31&&M_jal&&rt_E)?1:(rt_E==rt_M&&(M_cal_i)&&rt_E)||(rt_E==rd_M&&M_cal_r&&rt_E)?2:
					(rt_E==31&&W_jal&&rt_E)?3:(rt_E==rt_W&&(W_load||W_cal_i)&&rt_E)||(rt_E==rd_W&&W_cal_r&&rt_E)?4:0;
	assign selRtM = (rt_M==31&&W_jal&&rt_M)?1:(rt_M==rt_W&&(W_load||W_cal_i)&&rt_M)||(rt_M==rd_W&&W_cal_r&&rt_M)?2:0;
endmodule
`timescale 1ns / 1ps
module instr_class(
    input [31:0] instr,
    output jal,
    output cal_i,
    output cal_r,
    output load,
	output beq,
	output jr,
	output store
    );
	assign cal_i = (instr[31:26]==6'b001101||instr[31:26]==6'b001111);
	assign cal_r = (instr[31:26]==6'b000000&&instr[5:0]!=6'b001000);
	assign jal = (instr[31:26]==6'b000011);
	assign load = (instr[31:26]==6'b100011);
	assign jr = (instr[31:26]==6'b000000&&instr[5:0]==6'b001000);
	assign beq = instr[31:26]==6'b000100;
	assign store = instr[31:26]==6'b101011;
endmodule
==> ./run.sh <==
#!/bin/bash
# OpenROAD 26Q1-2900-gdf79404cd8, Yosys 0.63+post, stock flow scripts
make -C /OpenROAD-flow-scripts/flow DESIGN_CONFIG=/design/flow/config.mk WORK_HOME=/design/flow/orfs finish
==> ./config.mk <==
export PLATFORM = sky130hd
export DESIGN_NAME = hazard_Unit
export DESIGN_NICKNAME = hazard_Unit
export VERILOG_FILES = /design/flow/design.v
export SDC_FILE = /design/flow/constraint.sdc
export NUM_CORES = 4
export LEC_CHECK = 1
export CORE_UTILIZATION = 50
==> ./constraint.sdc <==
current_design hazard_Unit

set clk_period 4.0
set clk_io_pct 0.2

create_clock -name clk0 -period $clk_period

set non_clock_inputs [all_inputs -no_clocks]
set_input_delay [expr $clk_period * $clk_io_pct] -clock clk0 $non_clock_inputs
set_output_delay [expr $clk_period * $clk_io_pct] -clock clk0 [all_outputs]
==> results.sh <==
# yosys + openroad results
export IMPL_yosys_area_um2=2120
export IMPL_syn_area_um2=2120
export IMPL_fp_dieH_um=67.1
export IMPL_flop_area_um2=0
export IMPL_portBuffers=110
export IMPL_fin_util=0.861
export IMPL_finalHoldViolations=0
export IMPL_layout_setup_ws_ns=0.0580
export IMPL_cap_violations=0
export IMPL_crit_arrival_ns=3.14
export IMPL_drtPass1Iterations=4
export IMPL_min_from="instr_M[29]"
export IMPL_slowest_delay_ns=0.54
export IMPL_cp_required_ns=3.20
export IMPL_avgSynthCellArea_um2=6.78
export IMPL_drive_gt1_frac=0.136
export IMPL_gp_congestion=0.894
export IMPL_synthCells=312
export IMPL_clock_fmax_mhz=254
export IMPL_antenna_found_initial=0
export IMPL_crit_path_start_kind="input port"
export IMPL_p_switching_mw=0.133
export IMPL_yosysCellCount=312
export IMPL_cp_end_kind="output port"
export IMPL_seqPwrFrac=0
export IMPL_grt_pass1_vias=2209
export IMPL_drc=0
export IMPL_warnings=68
export IMPL_ir_drop_mv=0.0764
export IMPL_ant_nets=0
export IMPL_power_density_nw_per_um2=87.2
export IMPL_relSlewSlack=0.643
export IMPL_crit_top_cell="clkdlybuf4s50_1"
export IMPL_dp_hpwl_um=5550
export IMPL_cp_cell_sequence="clkdlybuf4s50_1 -> or4_4 -> a2111oi_4 -> buf_4 -> nand4_2 -> a21oi_2 -> a21oi_1 -> nor2_1 -> clkdlybuf4s50_1"
export IMPL_grt_max_degree=10
export IMPL_min_period_ns=3.94
export IMPL_grt_remaining_overflow=0
export IMPL_n_antenna_cell=0
export IMPL_p_comb_frac=1.000
export IMPL_worstHoldEndpoint="selRtE[1]"
export IMPL_wl_per_cell_um=14.9
export IMPL_setup_viol=0
export IMPL_die_area_um2=4500
export IMPL_swShare=0.439
export IMPL_hold_ws_ns=2.36
export IMPL_hold_depth=8
export IMPL_p_clk_frac=0
export IMPL_post_route_period_util=0.986
export IMPL_die_w_um=67.1
export IMPL_rows=23
export IMPL_layout_sequential_cells=0
export IMPL_grt_pass1_wl_um=10300
export IMPL_cts_hold_buffers=0
export IMPL_pre_cts_ws_ns=-0.0772
export IMPL_dr_total_vias=2600
export IMPL_finalWirelength_um=7010
export IMPL_ys_seq_share=0
export IMPL_critical_path_slowest_cell="or4_4"
export IMPL_fp_util=0.525
export IMPL_internal_power_mw=0.170
export IMPL_placed_cell_area_um2=3370
export IMPL_worst_path_dominant_cell_family="buffers and inverters"
export IMPL_ys_types=49
export IMPL_final_max_slew_violation_count=0
export IMPL_critPathKind="in2out"
export IMPL_hold_class="in2out"
export IMPL_core_area_um2=4030
export IMPL_ys_warn_count=1
export IMPL_mostFrequentLayoutCells="clkdlybuf4s50_1, xor2_1, xnor2_1"
export IMPL_critPathMaxFanout=4
export IMPL_io_pin_count=146
export IMPL_first_iter_violations=130
export IMPL_areaGrowthSynthToFinish_pct=63.9
export IMPL_p_leak_nw=1.31
export IMPL_track_usage=0.302
export IMPL_vias_per_cell=5.54
export IMPL_finalInstanceArea_um2=3470
export IMPL_mostFrequentLayoutCell="clkdlybuf4s50_1"
export IMPL_clkbuf_count=0
export IMPL_cp_num_buf_inv=3
export IMPL_finalSetupTns_ns=0
export IMPL_worst_slew_pin_slew_ns=0.528
export IMPL_status="finished, final reports clean"
-- power groups by stage --
stage | logic, mW | clock network, mW | registers [mW]
4_1_cts | 0.295 | 0 | 0
5_1_grt | 0.325 | 0 | 0
6_report | 0.302 | 0 | 0
-- per-layer routing --
layer | GRT usage | wire (µm)
met1 | 0.452 | 3280
met2 | 0.470 | 3110
met3 | 0.0260 | 582
met4 | 0.0452 | 30
met5 | 0 | 0
-- tightest hold or removal path: stages --
cell and delay, ns:
dlymetal6s2s_1 0.11, or4_4 0.15, a2111oi_4 0.04, nand4_1 0.07, a21oi_2 0.07, a21oi_2 0.14
nor2_1 0.06, dlymetal6s2s_1 0.11
-- layout make-up --
| type | count | area, µm² |
|---|---|---|
| timing repair buffer | 146 | 1390 |
| multi-input combinational | 271 | 2010 |
| inverter | 2 | 7.51 |
| fill | 235 | 562 |
| tap | 50 | 62.6 |
-- metrics by stage --
stage / total power [mW] / cells
2_1_floorplan: 0.154 / 312
3_3_place_gp: 0.286 / 466
3_5_place_dp: 0.293 / 466
4_1_cts: 0.295 / 466
5_1_grt: 0.325 / 469
6_report: 0.302 / 469
-- logic make-up (layout without fill, tap and decap cells) --
| group | count (synthesis) | in the layout | share of synthesized area |
|---|---|---|---|
| AND-OR/OR-AND | 36 | 36 | 0.132 |
| other | 1 | 1 | 0.00177 |
| XOR/XNOR | 110 | 110 | 0.455 |
| AND/OR/NAND/NOR | 124 | 124 | 0.332 |
| buffers and inverters | 41 | 148 | 0.0781 |
-- worst max-delay path by stage --
stage | to | cells past startpoint | from | slack (ns)
4_1_cts | flush_E | 9 | instr_E[29] | 0.01
5_1_grt | selRsD[2] | 9 | instr_W[31] | -0.06
6_report | selRsE[1] | 9 | instr_M[28] | 0.06
-- cell usage after synthesis, drive strengths merged --
library cell / count / area [µm²]
or4: 8 / 63.8
nor3b: 1 / 7.51
nand3b: 1 / 7.51
conb: 1 / 3.75
or2: 5 / 31.3
a21oi: 12 / 75.1
o211ai: 1 / 7.51
o221ai: 1 / 8.76
buf: 13 / 60.1
a41o: 1 / 10.0
xor2: 57 / 499
and4: 1 / 8.76
a211oi: 1 / 7.51
and3b: 1 / 8.76
nor4: 9 / 56.3
nand3: 16 / 80.1
o21ai: 7 / 35.0
nor4b: 4 / 50.1
or4b: 2 / 20.0
and3: 4 / 25.0
nor2: 21 / 78.8
o221a: 1 / 11.3
o21bai: 1 / 7.51
nand4: 11 / 75.1
nor2b: 1 / 6.26
or3: 1 / 6.26
and2: 1 / 6.26
nor3: 22 / 115
o22a: 1 / 8.76
nand2: 15 / 56.3
a31oi: 1 / 6.26
xnor2: 53 / 464
inv: 2 / 7.51
clkbuf: 26 / 97.6
a2111oi: 2 / 42.5
o22ai: 2 / 18.8
a41oi: 3 / 26.3
a21o: 2 / 15.0
-- timing repair --
item                                    CTS  global route
pin swaps                                 1            11
endpoints found under the setup margin   11            12
resized                                   1            16
endpoints found under the hold margin     0             0
setup buffers                             0             3
Power is estimated from default activity; no workload was simulated.
