## ./design.v

```verilog
`timescale 1ns / 1ps
module TC(
    input clk,
    input reset,
    input [31:2] Addr,
    input WE,
    input [31:0] Din,
    output [31:0] Dout,
    output IRQ
    );
	reg [1:0] state;
	reg [31:0] mem [2:0];
	reg _IRQ;
	assign IRQ = mem[0][3] & _IRQ;
	assign Dout = mem[Addr[3:2]];
	wire [31:0] load = Addr[3:2] == 0 ? {28'h0, Din[3:0]} : Din;
	integer i;
	always @(posedge clk) begin
		if(reset) begin
			state <= 0; 
			for(i = 0; i < 3; i = i+1) mem[i] <= 0;
			_IRQ <= 0;
		end
		else if(WE) begin
			mem[Addr[3:2]] <= load;
		end
		else begin
			case(state)
				2'b00 : if(mem[0][0]) begin
					state <= 2'b01;
					_IRQ <= 1'b0;
				end
				2'b01 : begin
					mem[2] <= mem[1];
					state <= 2'b10;
				end
				2'b10  : 
					if(mem[0][0]) begin
						if(mem[2] > 1) mem[2] <= mem[2]-1;
						else begin
							mem[2] <= 0;
							state <= 2'b11;
							_IRQ <= 1'b1;
						end
					end
					else state <= 2'b00;
				default : begin
					if(mem[0][2:1] == 2'b00) mem[0][0] <= 1'b0;
					else _IRQ <= 1'b0;
					state <= 2'b00;
				end
			endcase
		end
	end
endmodule
```

## ./run.sh

```bash
#!/bin/bash
# OpenROAD 26Q1-2900-gdf79404cd8, Yosys 0.63+post, stock flow scripts
make -C /OpenROAD-flow-scripts/flow DESIGN_CONFIG=/design/flow/config.mk WORK_HOME=/design/flow/orfs finish
```

## ./config.mk

```make
export PLATFORM = sky130hd
export DESIGN_NAME = TC
export DESIGN_NICKNAME = TC
export VERILOG_FILES = /design/flow/design.v
export SDC_FILE = /design/flow/constraint.sdc
export NUM_CORES = 4
export LEC_CHECK = 1
export CORE_UTILIZATION = 50
```

## ./constraint.sdc

```tcl
current_design TC

set clk_period 7.3
set clk_io_pct 0.2

create_clock -name clk0 -period $clk_period [get_ports {clk}]

set non_clock_inputs [all_inputs -no_clocks]
set_input_delay [expr $clk_period * $clk_io_pct] -clock clk0 $non_clock_inputs
set_output_delay [expr $clk_period * $clk_io_pct] -clock clk0 [all_outputs]
```

==> run summary <==
Results of the flow run.

Counting every instance in the synthesized netlist gives 552. The maximum fanout encountered on the critical timing path stands at 37. edfxtp_1 takes more of the synthesized area than any other cell.

Port buffering added 69 buffers. Counting cells, the worst reg-to-reg path comes to 6. Per the synth stats, the flop cell with the highest instance count is edfxtp_1.

Global routing consumed, over all layers together, 29.6% of the routing resources. The commonest cells after synthesis are 128 x edfxtp_1, 81 x nor2_1, 43 x nand2_1. Row generation in the floorplan step produced 42 rows. The mapped netlist covers 0.00680 sq mm. The first global-routing pass estimated 28.3 mm of wire.

Per the final timing report, the hold violations number 0. Recorded from the global router log, the overflow total was 0. The tool warning count for the run is 55. For this run, the number of Yosys warnings is 1.

TritonCTS built the clock tree. In the final run the clock tree shows a worst skew of 0.00663 ns. The final critical-path required period stands at 4.67 ns.

The clock tree has to reach 133 sinks. For reference, the top cells by area after synthesis are edfxtp_1 57%, mux4_2 11%, nor2_1 4.5%. Per the gpl log, the routability congestion estimate is 0.879. The Yosys chip area stands at 0.00680 sq mm. The worst hold path passes through 2 cells. Looking at the reg2reg group, the worst path starts from mem[2][5]. The area added between synthesis and finish stands at 22.7%. The power consumption stands at 1.88 mW. The number of violations of the max-capacitance limit stands at 0. The CTS H-tree depth stands at 4. The endpoint identified for the worst register-to-register timing path is mem[2][10]. Entering global routing, the biggest net connects 40 pins. As reported, the later end of the worst-skew pair has a clock insertion delay of 0.42 ns.

In this run the worst hold path is classified as register to register. A synthesized cell averages 12.3 sq um. After clock tree synthesis, the repair step resized 0 gates. The number of remaining DRC errors stands at 0. The antenna diode count stands at 0.

The number of distinct library cells after synthesis stands at 54. The highest achievable clock rate stands at 0.214 GHz. The summed negative setup slack over all endpoints stands at 0 ns.

Per the finish-stage timing summary, setup violations number 0. The die area stands at 0.0141 sq mm. The total wire length stands at 18.0 mm. The share of synthesized area in the top cell type comes to 56.6%.

The final critical-path share of the clock period stands at 63.9%. The OpenROAD report gives the critical path a required time of 5.84 ns. The report puts the hold buffer count at CTS at 0. Dividing the detail-routed wire length by the instance count gives 21.5 microns. Pin placement for this block handled 98 I/O pins. The detailed-router iteration count before antenna repair stands at 4. The total clock buffers created by CTS stands at 17. The arrival time of data at the critical path endpoint stands at 3.21 ns.

STA classifies the critical path endpoint as an output port. The total of flip-flops plus latches after synthesis stands at 133. The worst hold path begins at state[3]. Per the final layout report, the fraction of cells sized above drive strength 1 comes to 15.0%.

The buffer count from post-CTS setup fixing stands at 0. The initial antenna violation count stands at 0. The via count of the first global-routing pass was 5263. No sink is reached through more buffers than the 2 on the longest clock path. Per the summary, power density relative to cell area is 225 mW/mm^2. The die is 119 microns tall.

The count of vias placed by the detailed router stands at 4998. edfxtp_1 is the most common cell in the netlist. The post-route antenna net violation count stands at 0. The effective utilization at floorplan stands at 51.3%. The synthesis report gives the async set-or-reset register share as 0%. The placeable core region stands at 0.0132 sq mm. Setup repair after global routing left no endpoint under its margin. The horizontal die dimension stands at 119 microns. The worst setup path is launched from an input port. The register-to-register path setup slack stands at 4.44 ns. In the Yosys report the total cell count is 552. The HPWL reported at the end of detailed placement stands at 10.7 mm. Summed over all cells, the static leakage comes to 3.10 nW. The flow ran to the end, and the final reports show no timing, DRC or antenna violations. The final tally of max-slew violations stands at 0. The number of vias per cell stands at 5.98. For reference, the clock transition at the flip-flops on the worst setup and hold paths is 0.05 ns. The max-slew check reports its worst relative slack as 46.1%. The number of design-rule violations left by the first detailed-router iteration stands at 376. The actual slew at the worst max-slew pin stands at 0.802 ns.

In the hold report, the worst path ends at state[3]. The tree is rooted in a clkbuf_16. The synthesized design contains 128 enable-type register cells. The fraction of the yosys area taken by sequential cells stands at 58.0%.

The worst supply voltage drop on vdd stands at 0.139 mV. The critical path is of the input port to output port type.
metrics by stage:
step	util (%)	cell area (sq um)	std cells	hold slack (ns)	worst slack, ns
2_1_floorplan	-	6900	579	0.423	2.21
3_3_place_gp	59.0	7810	804	0.437	2.60
3_5_place_dp	59.0	7810	804	0.443	2.58
4_1_cts	63.0	8340	836	0.451	2.58
5_1_grt	63.0	8340	836	0.480	2.50
6_report	63.0	8340	836	0.447	2.63
per-layer routing:
layer / part of all wire [%] / GRT usage (%) / vias to the layer above
met5: 0.25 / 2.57 / -
met4: 1.8 / 4.19 / 2
met3: 11 / 14.0 / 27
met2: 46 / 43.5 / 288
met1: 41 / 45.4 / 2420
li1: - / - / 2261
how the worst max path moves through the flow:
| stage | start | to | cells past startpoint |
|---|---|---|---|
| 4_1_cts | Addr[2] | Dout[22] | 4 |
| 5_1_grt | Addr[2] | Dout[26] | 4 |
| 6_report | Addr[2] | Dout[14] | 4 |
state kept, by name (all words and copies together), names as in the netlist:
register and cells:
_IRQ 1, state 4, mem 128
worst max-delay path: stages:
cell and delay (ns):
buf_2 0.07, buf_4 0.60, mux4_2 0.62, clkdlybuf4s50_1 0.43
where the power goes:
part | internal, mW | total [mW] | switching [mW]
logic | 0.109 | 0.211 | 0.102
clock network | 0.457 | 0.758 | 0.301
registers | 0.886 | 0.911 | 0.0250
area by class of cell:
cell class	count	area (sq um)
Timing Repair Buffer	86	808
Multi-Input combinational cell	401	2810
Inverter	8	30.0
Fill cell	1047	4910
Clock buffer	18	429
Tap cell	176	220
Clock inverter	14	93.8
Sequential cell	133	3940
cell usage in the layout (no fill, tap or decap), drive strengths merged, types with 3 or more instances in the layout:
cell type	count
a21oi	20
a221oi	9
a31oi	4
and2	14
and3	12
buf	19
clkbuf	18
clkdlybuf4s50	67
clkinv	12
conb	28
dfxtp	5
edfxtp	128
inv	8
mux4	32
nand2	43
nand2b	3
nand3	30
nand4	4
nor2	82
nor3	24
nor4	18
o211ai	3
o21ai	6
or2	6
or3	6
or4	6
xnor2	8
xor2	19
kinds of logic after synthesis:
logic type                 count (synthesis)  synth area share, %
muxes                                     33                 10.8
DFF                                      133                 58.0
adders and majority gates                  2                0.368
xor gates and xnor gates                  27                 3.48
and+or+nand+nor                          253                 18.7
buffers and inverters                     45                 2.61
other                                      1               0.0552
AOI/OAI and AO/OA                         58                 6.02
Power is estimated from default activity; no workload was simulated.
