**run.sh**
```bash
#!/bin/bash
# OpenROAD 26Q1-2900-gdf79404cd8, Yosys 0.63+post, stock flow scripts
make -C /OpenROAD-flow-scripts/flow DESIGN_CONFIG=/design/flow/config.mk WORK_HOME=/design/flow/orfs finish
```
**config.mk**
```make
export PLATFORM = sky130hd
export DESIGN_NAME = cpu_checker
export DESIGN_NICKNAME = cpu_checker
export VERILOG_FILES = /design/flow/design.v
export SDC_FILE = /design/flow/constraint.sdc
export NUM_CORES = 4
export LEC_CHECK = 1
export CORE_UTILIZATION = 50
```
**constraint.sdc**
```tcl
current_design cpu_checker

set clk_period 17.4
set clk_io_pct 0.2

create_clock -name clk0 -period $clk_period [get_ports {clk}]

set non_clock_inputs [all_inputs -no_clocks]
set_input_delay [expr $clk_period * $clk_io_pct] -clock clk0 $non_clock_inputs
set_output_delay [expr $clk_period * $clk_io_pct] -clock clk0 [all_outputs]
```
**design.v**
```verilog
`timescale 1ns / 1ps
module cpu_checker(
    input clk,
    input reset,
    input [7:0] char,
    output [1:0] format_type
    );
	function isnum;
        input[7:0] a;
        isnum=(a>=48&&a<=57);
    endfunction
    function islower;
        input[7:0] a;
        islower=(a<=122&&a>=97);
    endfunction
    function ishex;
        input[7:0] a;
        ishex=((a>=48&&a<=57)||(a>=97&&a<=102));
    endfunction
    integer s=0,hex=0,hex1=0,dec=0,dec1=0,hex2=0,s2=0;
    reg[1:0] s1=0;
    reg[7:0] ch;
    assign format_type=s2;
    always @(posedge clk) begin   
        if(reset) begin
            s=0;s2=0;s1=0;hex=0;dec=0;dec1=0;hex1=0;hex2=0;
        end
        ch=char;
        case(s)
        0:begin
            if(ch=="^")
                s=1;
        end  
        1:begin      
            if(isnum(ch)) begin
                s=2;
                dec=1;
            end
            else if(ch=="^") s=1;
            else begin s=0;s2=0;s1=0;hex=0;dec=0;dec1=0;hex1=0;hex2=0;end
        end
        2:begin      
            if(isnum(ch)) begin
                dec=dec+1;
                if(dec>4) begin s=0;s2=0;s1=0;hex=0;dec=0;dec1=0;hex1=0;hex2=0;end
            end
            else begin
                if(ch=="@") s=3;
                else if(ch=="^") s=1;   
                else begin s=0;s2=0;s1=0;hex=0;dec=0;dec1=0;hex1=0;hex2=0;end
            end
        end
        3:begin      
            if(ishex(ch)) begin
                s=4;
                hex=1;
            end
            else if(ch=="^") s=1;
            else begin s=0;s2=0;s1=0;hex=0;dec=0;dec1=0;hex1=0;hex2=0;end
        end
        4:begin      
            if(ishex(ch)) begin
               hex=hex+1;
               if(hex>8) begin s=0;s2=0;s1=0;hex=0;dec=0;dec1=0;hex1=0;hex2=0;end
            end
            else begin
                if(hex==8&&ch==":") s=5;
                else if(ch=="^") s=1;
                else begin s=0;s2=0;s1=0;hex=0;dec=0;dec1=0;hex1=0;hex2=0;end
            end
        end
        5:begin      
            if(ch==" ") s=6;
            else if(ch=="$") s=7;
            else if(ch=="*") s=9;
            else if(ch=="^") s=1;
            else begin s=0;s2=0;s1=0;hex=0;dec=0;dec1=0;hex1=0;hex2=0;end
        end
        6:begin      
            if(ch=="$") s=7;
            else if(ch=="*") s=9; 
            else if(ch=="^") s=1;
            else if(ch!=" ") begin s=0;s2=0;s1=0;hex=0;dec=0;dec1=0;hex1=0;hex2=0;end
        end
        7:begin      
            s1=1;
            if(isnum(ch)) begin
                dec1=1;
                s=8;
            end
            else if(ch=="^") s=1;    
            else begin s=0;s2=0;s1=0;hex=0;dec=0;dec1=0;hex1=0;hex2=0;end
        end
        8:begin      
            if(isnum(ch)) begin
                dec1=dec1+1;
                if(dec1>4) begin s=0;s2=0;s1=0;hex=0;dec=0;dec1=0;hex1=0;hex2=0;end
            end
            else begin
                if(ch==" ") s=11;
                else if(ch=="<") s=12;
                else if(ch=="^") s=1;
                else begin s=0;s2=0;s1=0;hex=0;dec=0;dec1=0;hex1=0;hex2=0;end
            end
        end
        9:begin      
            s1=2;
            if(ishex(ch)) begin
                hex1=1;
                s=10;
            end
            else if(ch=="^") s=1;
            else begin s=0;s2=0;s1=0;hex=0;dec=0;dec1=0;hex1=0;hex2=0;end
        end
        10:begin     
            if(ishex(ch)) begin
                hex1=hex1+1;
                if(hex1>8) begin s=0;s2=0;s1=0;hex=0;dec=0;dec1=0;hex1=0;hex2=0;end
            end
            else begin
                if(ch==" "&&hex1==8) s=11;
                else if(ch=="<"&&hex1==8) s=12;
                else if(ch=="^") s=1;
                else begin s=0;s2=0;s1=0;hex=0;dec=0;dec1=0;hex1=0;hex2=0;end
            end
        end
        11:begin     
            if(ch=="<") s=12;
            else if(ch=="^") s=1;
            else if(ch!=" ") begin s=0;s2=0;s1=0;hex=0;dec=0;dec1=0;hex1=0;hex2=0;end
        end
        12:begin
            if(ch=="=") s=13;
            else if(ch=="^") s=1;
            else begin s=0;s2=0;s1=0;hex=0;dec=0;dec1=0;hex1=0;hex2=0;end
        end
        13:begin
            if(ishex(ch)) begin
                hex2=1;
                s=15;
            end
            else if(ch==" ") s=14;
            else if(ch=="^") s=1;
            else begin s=0;s2=0;s1=0;hex=0;dec=0;dec1=0;hex1=0;hex2=0;end
        end
        14:begin
            if(ishex(ch)) begin 
                s=15;
                hex2=1;
            end
            else if(ch=="^") s=1;
            else if(ch!=" ") begin s=0;s2=0;s1=0;hex=0;dec=0;dec1=0;hex1=0;hex2=0;end
        end
        15:begin
            if(ishex(ch)) begin
                hex2=hex2+1;
                if(hex2>8) begin s=0;s2=0;s1=0;hex=0;dec=0;dec1=0;hex1=0;hex2=0;end
            end
            else begin
                if(hex2==8&&ch=="#") s=16;
                else if(ch=="^") s=1;
                else begin s=0;s2=0;s1=0;hex=0;dec=0;dec1=0;hex1=0;hex2=0;end
            end
        end
        16:begin
            if(ch=="^") s=1;
            else begin s=0;s2=0;s1=0;hex=0;dec=0;dec1=0;hex1=0;hex2=0;end
        end
        endcase
        s2=(s==16)?s1:0;
    end
endmodule
```
==> metrics.csv <==
metric;value;unit
drv_slew;0;
p_leak;0.00515;uW
ys_ff;196;
grt_max_degree;74;
synth-edff-count;0;
syn_area;16200;sq um
drive_above_1_share;7.12;%
worstSkewPairLatency;0.45;ns
tool_warnings;28;
die_y;182;um
final_core_utilization;53.8;%
post_cts_buffers;0;
hold_slack;0.466;ns
initial_core_util;51.1;%
slew_headroom;34.0;%
final_common_cell;nand2_1;
wire_per_inst;22.0;um
overflow;0;
min_path_type;reg -> reg;
setup_viol;0;
syn_to_final_growth;5.28;%
die_x;182;um
finalWirelength;57.7;mm
power.density;55.1;nW/um^2
finalHoldViolCount;0;
cts_tree;built;
firstDrtPassIters;8;
ctsResizeCount;0;
htree_levels;4;
tns;0;ns
io_pins;12;
fin_crit;8.79;ns
flop_cell;dfxtp_1;
ys_cells;2271;
stdcell_count;2626;
vias;17700;
dp.final_hpwl;41.4;mm
final_cell_mix;nand2_1, dfxtp_1, nor2_1;
ys_seq_share;24.2;%
avgSynthCellArea;7.15;sq um
dp_cells;2594;
clock_path_buffers;2;
antenna_found_initial;0;
drv_cap;0;
drc_errors;0;
grt_first_pass_wirelength;91.8;mm
synthDistinctLibCells;102;
globalplace.congestion;1.03;
track_usage;35.5;%
syn_inst;2271;
status;finished clean;
finalClockPeriodUsage;50.5;%
grt_pass1_vias;16200;
cts_hold_buf;0;
drt_iter0_markers;1798;
arrival;9.08;ns
yosysChipArea;16200;sq um
rows;65;
cp-start-kind;input port;
yosys_warnings;1;
portBuffers;11;
die_area;33200;sq um
async_flop_share;0;%
crit_type;in -> reg;
ant_nets;0;
diodes;0;
via_per_inst;6.73;
cts_root_buf;clkbuf_16;
path_clk_slew;0.08;ns
crit_fanout;73;
tightestPinTransition;0.984;ns
clock-sinks;196;
fmax;114;MHz
cp.required;17.69;ns
coreArea;31800;sq um
vdd_ir_drop_max;72.2;uV
end_kind;flip-flop;
finalClockSkew;0.0127;ns
rsz0062_at_grt;false;
numCtsBuffers;17;
cells by family after synthesis:
group	after synthesis	synth area share, %
muxes	16	1.06
xor gates and xnor gates	74	3.99
and+or+nand+nor	1202	40.5
AOI/OAI and AO/OA	572	24.4
buffers and inverters	203	5.32
adders and majority gates	8	0.616
DFF	196	24.2
area by class of cell:
class	count	area, sq um
Sequential cell	196	3920
Clock buffer	17	425
Clock inverter	15	164
Multi-Input combinational cell	1872	11500
Inverter	41	155
Tap cell	435	544
Timing Repair Buffer	50	407
Fill cell	3025	14700
where the power goes:
group | internal [uW] | switching, uW
Combinational | 25.0 | 63.1
Sequential | 449 | 3.19
Clock | 193 | 209
Total | 667 | 275
layer usage:
| metal | track usage [%] | wire length (um) | vias to the layer above |
|---|---|---|---|
| met2 | 55.5 | 26100 | 818 |
| met5 | 0 | 0 | - |
| li1 | - | - | 8404 |
| met1 | 50.9 | 25000 | 8299 |
| met3 | 5.03 | 4260 | 155 |
| met4 | 13.0 | 2300 | 0 |
worst paths after layout:
path	start	end	slack [ns]	depth (start not counted)
worst min register to register	s1[0]$_DFF_P_	s1[0]$_DFF_P_	0.47	2
worst min-delay path	s1[0]$_DFF_P_	s1[0]$_DFF_P_	0.47	2
worst max register to register	hex2[0]$_DFF_P_	hex[1]$_DFF_P_	12.31	13
worst max-delay path	reset	dec[8]$_DFF_P_	8.61	16
Yosys cell counts (all sizes together), types with 10 or more instances:
library cell  instances  area [sq um]
a311oi               11          96.3
a22oi                14           105
nand4                81           507
and3                 39           244
a21boi               13          97.6
inv                  41           154
and4                 19           166
nand4b               20           190
o32ai                15           131
nand2               261           980
o21ai               127           643
clkbuf              110           415
buf                  52           295
or3                  26           168
o31ai                23           173
and2                 26           163
and4b                17           170
nor2b                95           594
mux2i                10           100
nor3                109           571
or2                  17           106
nand3b               18           135
a211oi               21           158
xnor2                61           534
xor2                 13           114
a41oi                10           103
o21a                 17           128
o211ai               14           105
nand2b               37           231
a21oi               123           619
nor4                 97           677
or4                  21           161
o22ai                14          87.6
a2111oi              20           229
nand3                98           490
a31oi                50           334
dfxtp               196          3920
nor2                190           728
worst max-delay path, cell delays in order:
cell,delay (ns)
clkbuf_8,0.27
buf_4,0.36
buf_4,0.39
nor2b_1,0.32
ha_1,0.35
nand4_1,0.25
nor4_2,0.60
nand4_1,0.25
a2bb2oi_1,0.19
a41oi_1,0.32
nor3_1,0.19
a31oi_4,0.52
o2111ai_2,0.28
buf_4,0.27
nor2_1,0.77
a311oi_1,0.19
metrics by stage:
step / area, sq um / setup WS [ns] / power [uW]
CTS: 17100 / 8.74 / 950
finish: 17100 / 8.61 / 942
detailed placement: 16500 / 8.28 / 548
floorplan: 16200 / 8.83 / 519
global route: 17100 / 8.30 / 976
global placement: 16500 / 8.30 / 548
state kept, by name, indices dropped and copies added, names as in the netlist:
signal  count
dec1       32
dec        32
hex1       32
hex2       32
hex        32
s          32
s1          2
s2          2
No activity file was given, so power comes from the tool's default toggle rates.
